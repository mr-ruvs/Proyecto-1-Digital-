==> flow/design.v <==
module Display_7_segmentos (
    input clk, rst,
    input [2:0] entrada,
    input timer_done,
    output reg [7:0] display,
    output reg start_timer);
    reg [2:0] state, nst;
    Timer Temporizador(.start(start_timer), .clk(clk), .rst(rst), .done_timer(timer_done));
    parameter OA = 3'b001, OB = 3'b010, OP = 3'b011, OC = 3'b100, OE = 3'b101, OG = 3'b110;   
    parameter S0 = 3'b000, S1 = 3'b001, S2= 3'b010, S3 = 3'b011, S4 =  3'b100, S5 = 3'b101, S6 = 3'b110;  
    parameter LetraA = 8'b11101110, LetraB = 8'b11111110, LetraP = 8'b11001110, LetraC = 8'b10011100, LetraG = 8'b10111110, LetraH = 8'b01101110, LetraDP = 8'b00000001; 
    always @ (entrada or state or timer_done) begin
        case(state)
            S0: begin
                if (entrada == OA) begin
                    nst <= S1;
                end else if (entrada == OB)begin
                    nst <= S2;
                end else begin
                    nst <= S0;
                end
            end
            S1: begin
                if (entrada == OP)begin
                    nst <= S5;
                end else if (entrada == OC)begin
                    nst <= S3;
                end else if (entrada == OE)begin
                    nst <= S4;
                end else begin
                    nst <= S1;
                end
            end
             S2: begin
                if (entrada == OP)begin
                    nst <= S5;
                end else if (entrada == OC)begin
                    nst <= S3;
                end else if (entrada == OE)begin
                    nst <= S4;
                end
            end
            S3: begin
                if (timer_done == 1)begin
                    nst <= S0;
                end else begin
                    nst <= S3;
                end
            end
            S4: begin
                if (timer_done == 1)begin
                    nst <= S0;
                end else begin
                    nst <= S4;
                end;
            end
            S5: begin
                if (timer_done == 1)begin
                    nst <= S6;
                end else  begin
                    nst <= S5;
                end
            end
            S6: begin
                if (timer_done == 1)begin
                    nst <= S0;
                end else  begin
                    nst <= S6;
                end
            end
        default: nst <= S0;
        endcase
    end
    always @ (posedge clk or posedge rst)begin
        if (rst == 1)
            state <= S0;
        else
            state <= nst;
        end
    always @ (state) begin
        case(state)
            S0: begin display <= LetraH; start_timer <= 1'b0; end
            S1: begin display <= LetraA; start_timer <= 1'b0; end
            S2: begin display <= LetraB; start_timer <= 1'b0; end
            S3: begin display <= LetraP; start_timer <= 1'b1; end
            S4: begin display <= LetraC; start_timer <= 1'b1; end
            S5: begin display <= LetraDP; start_timer <= 1'b1; end
            S6: begin display <= LetraG; start_timer <= 1'b1; end
        endcase
    end
endmodule
module Timer(	input start, clk, rst, 
				output done_timer);
	integer count;
	assign done_timer = (count==end_time)?1:0;
	parameter end_time = 5; 
	always@(posedge clk)begin
		if(rst) count<=0;
		else if(start) count<=(count+1);
		if(count==end_time) count<=0;
	end
endmodule
==> flow/run.sh <==
#!/bin/bash
# OpenROAD 26Q1-2900-gdf79404cd8, Yosys 0.63+post, stock flow scripts
make -C /OpenROAD-flow-scripts/flow DESIGN_CONFIG=/design/flow/config.mk WORK_HOME=/design/flow/orfs finish
==> flow/config.mk <==
export PLATFORM = sky130hd
export DESIGN_NAME = Display_7_segmentos
export DESIGN_NICKNAME = Display_7_segmentos
export VERILOG_FILES = /design/flow/design.v
export SDC_FILE = /design/flow/constraint.sdc
export NUM_CORES = 4
export LEC_CHECK = 1
export CORE_UTILIZATION = 40
==> flow/constraint.sdc <==
current_design Display_7_segmentos

set clk_period 4.1
set clk_io_pct 0.2

create_clock -name clk0 -period $clk_period [get_ports {clk}]

set non_clock_inputs [all_inputs -no_clocks]
set_input_delay [expr $clk_period * $clk_io_pct] -clock clk0 $non_clock_inputs
set_output_delay [expr $clk_period * $clk_io_pct] -clock clk0 [all_outputs]
==> ci_impl_report.md <==
## Implementation flow summary

| Metric | Value |
|---|---|
| Status | `aborted with a tool error` |
| Fail Step | `synthesis` |
| Stop err | `ERROR: Found 1 problems in 'check -assert'.` |
| Synth cell types | `~45` |
| YS chip area | `0.00216 mm2` |
| Post-synth top flop | `dfxtp_1` |
| Async set or reset register ratio after synthesis | `roughly 6.5%` |
| # Cells Yosys | `between 200 and 300` |
| Yosys top cell by area | `dfxtp_1` |
| Top-area cell share | `approximately 30%` |
| Post-synth EDFFs | `0` |
| Yosys warns | `2` |
| Synth flops | `between 40 and 50` |
| Cell area leaders | `dfxtp_1, dlxtn_1, a21oi_1` |
Yosys cell counts, types with 6 or more instances:
library cell   n
or4_1         14
nor2_1        18
clkbuf_1       9
dfxtp_1       32
o21ai_0       10
xnor2_1        9
a21oi_1       22
dlxtn_1       11
nand4_1       11
nor2b_1        6
o31ai_1       13
inv_1          9
nor4_1        10
nand3_1       10
nand2_1       14
cell families after synthesis:
kind of cell               Yosys count  synth area share [%]
AOI/OAI and AO/OA                   53                  15.0
xor gates and xnor gates            14                  5.68
adders and majority gates            2                  1.16
buffers and inverters               24                  4.87
DFF                                 35                  33.2
latches                             11                  7.66
muxes                                2                 0.928
and+or+nand+nor                    114                  31.6
